==> ./design.v <==
module exception_unit( 
   exception_halt, load_ex_regs, load_bva, cause, load_bva_sel,
   pc, IBE, DBE, RI, Ov, BP, AdEL_inst, AdEL_data, AdES, CpU, clk,
   rst_b
   );
    output wire      exception_halt, load_ex_regs, load_bva;
    output reg [4:0] cause;
    output wire      load_bva_sel;
    input     [31:0] pc;
    input            IBE, DBE, RI, Ov, BP, AdEL_inst, AdEL_data, AdES, CpU;
    input            clk, rst_b;
    assign exception_halt = rst_b && (AdEL_inst || IBE);
    assign load_ex_regs = rst_b && (IBE || DBE || RI || Ov || BP || AdEL_inst ||
                                    AdEL_data || AdES || CpU);
    assign load_bva = rst_b && (AdEL_inst || AdEL_data || AdES || IBE || DBE);
    assign load_bva_sel = AdEL_data || AdES || DBE;
    always @(*) begin
        cause = 0;
        case (1'b1)
        AdEL_inst: cause = 5'd4;
        AdEL_data: cause = 5'd4;
        AdES:      cause = 5'd5;
        IBE:       cause = 5'd6;
        DBE:       cause = 5'd7;
        CpU:       cause = 5'd11;
        RI:        cause = 5'd10;
        Ov:        cause = 5'd12;
        BP:        cause = 5'd9;
        endcase
    end
endmodule
==> ./run.sh <==
#!/bin/bash
# OpenROAD 26Q1-2900-gdf79404cd8, Yosys 0.63+post, stock flow scripts
make -C /OpenROAD-flow-scripts/flow DESIGN_CONFIG=/design/flow/config.mk WORK_HOME=/design/flow/orfs finish
==> ./config.mk <==
export PLATFORM = sky130hd
export DESIGN_NAME = exception_unit
export DESIGN_NICKNAME = exception_unit
export VERILOG_FILES = /design/flow/design.v
export SDC_FILE = /design/flow/constraint.sdc
export NUM_CORES = 4
export LEC_CHECK = 1
export CORE_AREA = 10 10 70 70
export DIE_AREA = 0 0 80 80
==> ./constraint.sdc <==
current_design exception_unit

set clk_period 1.5
set clk_io_pct 0.2

create_clock -name clk0 -period $clk_period

set non_clock_inputs [all_inputs -no_clocks]
set_input_delay [expr $clk_period * $clk_io_pct] -clock clk0 $non_clock_inputs
set_output_delay [expr $clk_period * $clk_io_pct] -clock clk0 [all_outputs]
==> results.cfg <==
; synthesis and place-and-route metrics
[placed_design]
gp_congestion = 0.730
hpwl_um = 652
numPortBuffers = 18

[floorplan]
fp_util_pct = 3.52
fp.dieW_um = 80
rows = 21
chipHeight_um = 80
io_pins = 52
dieArea_sq_um = 6400
core_sq_um = 3420

[yosys]
top_cells_by_area = or3_4 (19%), nor2_1 (16%), o21a_1 (13%)
netlist_area_sq_um = 120
synth_stat.cells = 19
yosysChipArea_sq_um = 120
syn_inst = 19
synth_seq_share_pct = 0
synth_top_cell_by_area = or3_4
syn_area_per_cell_sq_um = 6.32
yosysUniqueCellTypes = 13
top_area_share_pct = 18.8
yosysWarnings = 1

[finish]
n_sequential_cell = 0
regArea_sq_um = 0
nFillCells = 404
syn2layout_area_growth_pct = 207
multiInputGateArea_sq_um = 129
clock_buffers = 0
layout-drive-gt1-share_pct = 58.5

[pwr]
pwr-share-seq_pct = 0
powerDensity_nw_per_um2 = 178
switching_power_mw = 0.0244
pwr-share-comb_pct = 100.0
power.leakage_nw = 0.150
p_int_mw = 0.0413
switching_share_pct = 37.2
clock_power_share_pct = 0
vdd_drop_max_v = 0.0000170

[run]
cap_violations = 0
tool_warnings = 67

[grt]
grt_first_pass_wirelength_mm = 1.03
track_usage_pct = 1.94
grt_overflow = 0
antenna_found_initial = 0
grt_pass1_vias = 200
grt_max_degree = 6

[timing]
period_needed_ns = 1.81
whs_ns = 0.866
setup_viol = 4
rsz0062_at_grt = true
finalHoldViolCount = 0
finalMaxSlewViolations = 0
tns_ns = -0.960
post-route-period-util_pct = 120
fmax_mhz = 554
setup_slack_ns = -0.306

[critical_path]
arrival_ns = 1.51
worstSetupPathType = in -> out
critical_path.startpoint = AdEL_data
crit_end = cause[2]
cp-start-kind = input pin
endpoint_kind = output port
crit_required_ns = 1.20
critPathMaxFanout = 4

[routing]
wire_per_inst_um = 8.48
first_iter_violations = 3
totalWireLength_um = 738
via_per_inst = 2.54
drc = 0
diodes = 0
final_antenna_net_count = 0
first_pass_iters = 3
vias = 221

[worst_hold_path]
min_path_type = in -> out
whs_path_depth = 3

[outcome]
violations = setup timing
run_status = finished, violations left
-- through the flow --
step	setup slack [ns]	area [sq um]	utilization (%)	total power, mW	std cells
after global placement	-0.880	373	10.9	0.0719	85
after detailed placement	-0.884	373	10.9	0.0719	85
after floorplan	0.0420	120	-	0.0131	19
final	-0.306	369	10.8	0.0657	87
after global routing	-0.350	369	10.8	0.0715	87
after CTS	-0.354	357	10.4	0.0631	86
-- critical path, stage by stage --
cell and delay (ns):
buf_6 0.09, or3_4 0.37, or3_4 0.36, buf_6 0.12
a21o_1 0.15, buf_2 0.11
-- repair_timing --
action | in CTS | in global routing
hold buffers | 0 | 0
setup endpoints to repair | 8 | 8
buffers inserted | 1 | 1
hold endpoints to repair | 0 | 0
pin swaps | 7 | 8
resized | 42 | 13
-- power by group through the flow --
stage | Clock, mW | Sequential, mW | Combinational, mW
final | 0 | 0 | 0.0657
after global routing | 0 | 0 | 0.0715
after CTS | 0 | 0 | 0.0631
-- layer usage --
layer,vias to the layer above,GRT usage (%),wire [um]
met3,0,0.682,107
met5,-,0,0
li1,113,-,-
met2,13,3.37,331
met1,95,2.37,299
met4,0,0,0
-- area by class of cell --
cell class / instances / area share [%]
multi-input combinational: 17 / 34.9
inverter: 1 / 1.02
timing repair buffer: 23 / 48.5
tap: 46 / 15.6
-- cell families after synthesis --
logic type | after synthesis | synth area share, %
buffers and inverters | 2 | 9.37
other | 1 | 3.12
and+or+nand+nor | 10 | 47.9
AOI/OAI and AO/OA | 6 | 39.6
-- Yosys cell counts --
library cell and instances:
o41ai_1 1, a2111oi_0 1, or3_4 2, and2_1 1, a21o_1 1, buf_4 1
nor4_1 1, a211oi_1 1, nand2_1 1, conb_1 1, nor2_1 5, inv_1 1
o21a_1 2
-- worst min-delay path by stage --
stage / from / to
CTS: AdES / cause[0]
global route: AdEL_data / load_bva_sel
finish: AdEL_data / load_bva_sel
-- placed cells by master (no fill, tap or decap), drive strengths merged, types with 2 or more instances in the layout --
cell / count
nor2: 5
o21a: 2
buf: 13
clkbuf: 4
dlygate4sd2: 3
or3: 2
No activity file was given, so power comes from the tool's default toggle rates.

==> flow/design.v <==
module syscall_unit( 
   syscall_halt,
   pc, r_a0, Sys, rst_b, clk
   );
    output wire        syscall_halt;
    input       [31:0] pc, r_a0;
    input              Sys, rst_b, clk;
    assign  syscall_halt = rst_b && Sys && (r_a0 == 32'h0a);
endmodule
==> flow/run.sh <==
#!/bin/bash
# OpenROAD 26Q1-2900-gdf79404cd8, Yosys 0.63+post, stock flow scripts
make -C /OpenROAD-flow-scripts/flow DESIGN_CONFIG=/design/flow/config.mk WORK_HOME=/design/flow/orfs finish
==> flow/config.mk <==
export PLATFORM = sky130hd
export DESIGN_NAME = syscall_unit
export DESIGN_NICKNAME = syscall_unit
export VERILOG_FILES = /design/flow/design.v
export SDC_FILE = /design/flow/constraint.sdc
export NUM_CORES = 4
export LEC_CHECK = 1
export CORE_AREA = 10 10 70 70
export DIE_AREA = 0 0 80 80
==> flow/constraint.sdc <==
current_design syscall_unit

set clk_period 1.6
set clk_io_pct 0.2

create_clock -name clk0 -period $clk_period

set non_clock_inputs [all_inputs -no_clocks]
set_input_delay [expr $clk_period * $clk_io_pct] -clock clk0 $non_clock_inputs
set_output_delay [expr $clk_period * $clk_io_pct] -clock clk0 [all_outputs]
==> run_results.csv <==
group,metric,value,unit
status,status,"finished clean",
run,log.warning_count,65,
timing,slew_viol_final,0,
global_routing,grt_usage,0.0420,
global_routing,antenna_found_initial,2,
die,die_h,80,µm
die,fp-utilization,0.0322,
routing,drt-pass1-iter-count,1,
die,rows,21,
global_routing,grt_pass1_vias,318,
pwr,total_power,69.9,µW
global_routing,grt_max_degree,2,
global_routing,grt_pass1_wl,2040,µm
routing,ant_nets,0,
final_layout,drive_gt1_frac,0.333,
routing,drc,0,
setup_path,worstPathArrival,1160,ps
routing,vias,266,
final_layout,clkbuf_count,0,
placement,numPortBuffers,35,
pwr,leakagePower,0.207,nW
routing,viasPerCell,2.77,
die,die_w,80,µm
setup_path,crit_path_end_kind,"primary output",
synthesis,syn_avg_cell_area,8.47,µm²
placement,place.gp.congestion,0.707,
timing,whs,988,ps
die,core,3420,µm²
synthesis,yosys_warnings,0,
final_layout,flops,0,
timing,finalHoldViolations,0,
pwr,irDropWorstVdd,0.0146,mV
synthesis,common_cells,"3 x nor4_1, 3 x nor4_2",
timing,finalCritPeriodShare,0.924,
routing,drtIter0Drc,0,
synthesis,synth_cells,13,
routing,post_drt_wl_per_cell,14.0,µm
synthesis,synth_area,110,µm²
synthesis,ys_area,110,µm²
synthesis,synth_seq_share,0,
setup_path,crit_type,"in2out",
final_layout,fillers,404,
final_layout,area_growth,337,%
synthesis,top_area_cell,"nor4_2",
synthesis,synth_cell_types,9,
final_layout,flop_area,0,µm²
die,die-area,6400,µm²
timing,fmax,0.676,GHz
setup_path,required,1280,ps
routing,drt-total-wl,1350,µm
synthesis,synth.top_cell.area_share,0.341,
run,cap_violations,0,
timing,min_period,1480,ps
synthesis,ys_cells,13,
synthesis,area_leaders,"nor4_2 34%, nor4_1 17%, nor4b_2 14%, and4b_1 9.1%, nor3_2 9.1%",
timing,slew_headroom,0.849,
pwr,power_density,145,nW/µm²
clock_tree,cts_setup_buffers,0,
setup_path,start_kind,"primary input",
die,ioPinCount,68,
timing,tightest_slew,224,ps
timing,setup_viol,0,
min_path,hold_class,"in2out",
timing,rsz0062_at_grt,"no",
setup_path,path_max_fanout,1,
global_routing,grt_overflow_total,0,
what timing repair did:
| action | 4_1_cts | 5_1_grt |
|---|---|---|
| gates resized | 34 | 27 |
| pin swaps | 12 | 9 |
| hold buffers | 0 | 0 |
| endpoints found under the setup margin | 1 | 1 |
| hold endpoints to repair | 0 | 0 |
routing by layer:
| metal | up-vias | GRT usage | routed length, µm |
|---|---|---|---|
| met1 | 111 | 0.0468 | 509 |
| met5 | - | 0 | 0 |
| met2 | 22 | 0.0562 | 480 |
| met3 | 0 | 0.0466 | 356 |
| met4 | 0 | 0 | 0 |
| li1 | 133 | - | - |
where the power goes:
part / switching, mW / internal [mW]
Clock: 0 / 0.000000167
Sequential: 0 / 0
Combinational: 0.0201 / 0.0498
Total: 0.0201 / 0.0498
cell type report:
class                           count  area, µm²  area share
Multi-Input combinational cell     13        123       0.255
Antenna cell                        2       5.00      0.0104
Timing Repair Buffer               35        297       0.616
Tap cell                           46       57.6       0.119
metrics by stage:
step	instances	area, µm²	TNS [ps]	setup slack [ps]	utilization
2_1_floorplan	13	110	0	499	-
3_3_place_gp	94	518	-530	-530	0.152
3_5_place_dp	94	518	-541	-541	0.152
4_1_cts	94	489	0	5.54	0.143
5_1_grt	95	479	0	2.17	0.140
6_report	96	482	0	122	0.141
final timing paths:
check,from,cells past startpoint,end,slack [ps]
worst max-delay path,r_a0[15],5,syscall_halt,120
worst min-delay path,r_a0[24],5,syscall_halt,990
cells in the final DEF (no fill, tap or decap):
| cell | netlist | final |
|---|---|---|
| clkbuf_2 | 0 | 8 |
| clkdlybuf4s15_1 | 0 | 8 |
| nor4_2 | 3 | 5 |
| nand3_1 | 1 | 1 |
| clkdlybuf4s50_1 | 0 | 2 |
| and4b_1 | 1 | 1 |
| buf_2 | 0 | 1 |
| nand4_1 | 1 | 1 |
| dlygate4sd2_1 | 0 | 13 |
| nor4b_2 | 1 | 1 |
| diode_2 | 0 | 2 |
| nor2_1 | 1 | 1 |
| nor3_2 | 1 | 1 |
| nand2_1 | 1 | 1 |
| nor4_1 | 3 | 1 |
| dlymetal6s2s_1 | 0 | 3 |
cells by family after synthesis:
family        count (synthesis)  share of synthesized area
simple gates                 13                       1.00
worst max-delay path, cell delays in order:
cell and delay [ps]:
dlygate4sd2_1 230, nor4_1 270, nand2_1 120, nor3_2 110
buf_2 120
Power and IR drop assume default switching activity.
